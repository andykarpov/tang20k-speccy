File: design/flow/config.mk
export PLATFORM = sky130hd
export DESIGN_NAME = sdram
export DESIGN_NICKNAME = sdram
export VERILOG_FILES = /design/flow/design.v
export SDC_FILE = /design/flow/constraint.sdc
export NUM_CORES = 4
export LEC_CHECK = 1
export CORE_UTILIZATION = 30
File: design/flow/constraint.sdc
current_design sdram

set clk_period 3.3
set clk_io_pct 0.2

create_clock -name clk0 -period $clk_period [get_ports {clk}]

set non_clock_inputs [all_inputs -no_clocks]
set_input_delay [expr $clk_period * $clk_io_pct] -clock clk0 $non_clock_inputs
set_output_delay [expr $clk_period * $clk_io_pct] -clock clk0 [all_outputs]
File: design/flow/design.v
module sdram
#(
    parameter         FREQ = 140_000_000,  
    parameter         DATA_WIDTH = 32,
    parameter         ROW_WIDTH = 11,   
    parameter         COL_WIDTH = 8,    
    parameter         BANK_WIDTH = 2,   
    parameter [3:0]   CAS  = 4'd3,      
    parameter [3:0]   T_WR = 4'd2,      
    parameter [3:0]   T_MRD= 4'd2,      
    parameter [3:0]   T_RP = 4'd3,      
    parameter [3:0]   T_RCD= 4'd2,      
    parameter [3:0]   T_RC = 4'd9       
)
(
    inout [DATA_WIDTH-1:0]      SDRAM_DQ,
    output reg [ROW_WIDTH-1:0]  SDRAM_A,
    output reg [BANK_WIDTH-1:0] SDRAM_BA,
    output            SDRAM_nCS,     
    output reg        SDRAM_nWE,
    output reg        SDRAM_nRAS,
    output reg        SDRAM_nCAS,
    output            SDRAM_CLK,
    output            SDRAM_CKE,     
    output reg  [3:0] SDRAM_DQM,
    input             clk,
    input             clk_sdram,     
    input             resetn,
    input             rd,            
    input             wr,            
    input             refresh,       
    input      [22:0] addr,          
    input       [7:0] din,           
    output      [7:0] dout,          
    output [DATA_WIDTH-1:0] dout32,  
    output reg        data_ready,    
    output reg        busy           
);
reg dq_oen;          
reg [DATA_WIDTH-1:0] dq_out;
assign SDRAM_DQ = dq_oen ? 32'bzzzz_zzzz_zzzz_zzzz_zzzz_zzzz_zzzz_zzzz : dq_out;
wire [DATA_WIDTH-1:0] dq_in = SDRAM_DQ;      
reg [1:0] off;           
assign dout = off == 0 ? dq_in[7:0] :
              off == 1 ? dq_in[15:8] :
              off == 2 ? dq_in[23:16] : dq_in[31:24];
assign dout32 = dq_in;
assign SDRAM_CLK = clk_sdram;
assign SDRAM_CKE = 1'b1;
assign SDRAM_nCS = 1'b0;
reg [2:0] state;
localparam INIT = 3'd0;
localparam CONFIG = 3'd1;
localparam IDLE = 3'd2;
localparam READ = 3'd3;
localparam WRITE = 3'd4;
localparam REFRESH = 3'd5;
localparam CMD_SetModeReg=3'b000;
localparam CMD_AutoRefresh=3'b001;
localparam CMD_PreCharge=3'b010;
localparam CMD_BankActivate=3'b011;
localparam CMD_Write=3'b100;
localparam CMD_Read=3'b101;
localparam CMD_NOP=3'b111;
localparam [2:0] BURST_LEN = 3'b0;       
localparam BURST_MODE = 1'b0;            
localparam [10:0] MODE_REG = {4'b0, CAS[2:0], BURST_MODE, BURST_LEN};
reg cfg_now;             
reg [3:0] cycle;         
always @(posedge clk) begin
    cycle <= cycle == 4'd15 ? 4'd15 : cycle + 4'd1;
    {SDRAM_nRAS, SDRAM_nCAS, SDRAM_nWE} <= CMD_NOP; 
    casex ({state, cycle})
        {INIT, 4'bxxxx} : if (cfg_now) begin
            state <= CONFIG;
            cycle <= 0;
        end
        {CONFIG, 4'd0} : begin
            {SDRAM_nRAS, SDRAM_nCAS, SDRAM_nWE} <= CMD_PreCharge;
            SDRAM_A[10] <= 1'b1;
        end
        {CONFIG, T_RP} : begin
            {SDRAM_nRAS, SDRAM_nCAS, SDRAM_nWE} <= CMD_AutoRefresh;
        end
        {CONFIG, T_RP+T_RC} : begin
            {SDRAM_nRAS, SDRAM_nCAS, SDRAM_nWE} <= CMD_AutoRefresh;
        end
        {CONFIG, T_RP+T_RC+T_RC} : begin
            {SDRAM_nRAS, SDRAM_nCAS, SDRAM_nWE} <= CMD_SetModeReg;
            SDRAM_A[10:0] <= MODE_REG;
        end
        {CONFIG, T_RP+T_RC+T_RC+T_MRD} : begin
            state <= IDLE;
            busy <= 1'b0;               
        end
        {IDLE, 4'bxxxx}: if (rd | wr) begin
            {SDRAM_nRAS, SDRAM_nCAS, SDRAM_nWE} <= CMD_BankActivate;
            SDRAM_BA <= addr[ROW_WIDTH+COL_WIDTH+BANK_WIDTH-1+2 : ROW_WIDTH+COL_WIDTH+2];     
            SDRAM_A <= addr[ROW_WIDTH+COL_WIDTH-1+2:COL_WIDTH+2];       
            state <= rd ? READ : WRITE;
            cycle <= 4'd1;
            busy <= 1'b1;
        end else if (refresh) begin
            {SDRAM_nRAS, SDRAM_nCAS, SDRAM_nWE} <= CMD_AutoRefresh;
            state <= REFRESH;
            cycle <= 4'd1;
            busy <= 1'b1;
        end
        {READ, T_RCD}: begin
            {SDRAM_nRAS, SDRAM_nCAS, SDRAM_nWE} <= CMD_Read;
            SDRAM_A[10] <= 1'b1;         
            SDRAM_A[9:0] <= {1'b0, addr[COL_WIDTH-1+2:2]};   
            SDRAM_DQM <= 4'b0;
            off <= addr[1:0];
        end
        {READ, T_RCD+CAS}: begin
            data_ready <= 1'b1;
        end
        {READ, T_RCD+CAS+4'd1}: begin
            data_ready <= 1'b0;
            busy <= 0;
            state <= IDLE;
        end
        {WRITE, T_RCD}: begin
            {SDRAM_nRAS, SDRAM_nCAS, SDRAM_nWE} <= CMD_Write;
            SDRAM_A[10] <= 1'b1;         
            SDRAM_A[9:0] <= {1'b0, addr[COL_WIDTH-1+2:2]};   
            SDRAM_DQM <= addr[1:0] == 2'd0 ? 4'b1110 :
                         addr[1:0] == 2'd1 ? 4'b1101 :
                         addr[1:0] == 2'd2 ? 4'b1011 : 4'b0111;      
            off <= addr[1:0];
            dq_out <= {din,din,din,din};
            dq_oen <= 1'b0;                  
        end
        {WRITE, T_RCD+4'd1}: begin
            dq_oen <= 1'b1;
        end
        {WRITE, T_RCD+T_WR+T_RP}: begin   
            busy <= 0;
            state <= IDLE;
        end
        {REFRESH, T_RC}: begin
            state <= IDLE;
            busy <= 0;
        end
    endcase
    if (~resetn) begin
        busy <= 1'b1;
        dq_oen <= 1'b1;          
        SDRAM_DQM <= 4'b0;
        state <= INIT;
    end
end
reg  [14:0]   rst_cnt;
reg rst_done, rst_done_p1, cfg_busy;
always @(posedge clk) begin
    rst_done_p1 <= rst_done;
    cfg_now     <= rst_done & ~rst_done_p1; 
    if (rst_cnt != FREQ / 1000 * 200 / 1000) begin       
        rst_cnt  <= rst_cnt[14:0] + 1;
        rst_done <= 1'b0;
        cfg_busy <= 1'b1;
    end else begin
        rst_done <= 1'b1;
        cfg_busy <= 1'b0;
    end
    if (~resetn) begin
        rst_cnt  <= 15'd0;
        rst_done <= 1'b0;
        cfg_busy <= 1'b1;
    end
end
endmodule
File: design/flow/run.sh
#!/bin/bash
# OpenROAD 26Q1-2900-gdf79404cd8, Yosys 0.63+post, stock flow scripts
make -C /OpenROAD-flow-scripts/flow DESIGN_CONFIG=/design/flow/config.mk WORK_HOME=/design/flow/orfs finish
==> run summary <==
run results: Synth Seq Share 44.82%, die y size 101.1 um, Pre-Place Util 31.46%, Top non-seq family buffers and inverters, Simple-Gate Fraction of Synth Area 17.83%, Root Buffer clkbuf_8, top cells, area dfxtp_1 22%, edfxtp_1 22%, buf_4 16%, routability congestion estimate 0.8831, Synth Area in Compound Gates 11.67%, Area leader share 22.41%, IO Count 134, Adder Area Share 2.547%, Yosys cell types 51, dpl ws 1.062 ns, Clock Path Buffers 2, Die X 101.1 um, clock sinks 55, status aborted with a tool error, Mapped Cells 300, ys async rst share 0%, Dominant Register Cell dfxtp_1, number of enable flip-flop cells 22, dominant cell type by area after synthesis dfxtp_1, Last stage 4_1_cts, Syn Area/Cell 9.826 um2, post_cts resized 0, port bufs 97, synth warn 2, synth cell count leaders 61 x buf_4, 33 x dfxtp_1, 22 x edfxtp_1, flops out of synthesis 55, Mux area share 0.6791%, Cell Area, Synth 0.002948 mm2, # Cells Yosys 300, H-tree levels 2, most frequent cell after synthesis buf_4, hold buffers post-CTS 0, xor/xnor share 3.268%, # rows 35, DP Wirelength 4528 um, Setup Fix Bufs, Post-CTS 0, First Err [error] [KeplerFormal.cpp:679] Workflow failed: Iso has multiple drivers: .SDRAM_DQ0, SDRAM_DQ[24]$_DFFE_PP_.Q0, Num CTS Buffers 5, YS chip area 0.002948 mm2
[through the flow]
step	instances	util (%)	total power [mW]	cell area (um2)	hold slack, ns
after global placement	452	38.18	1.006	3578	0.3294
after floorplan	300	-	0.9289	2948	0.3235
after detailed placement	452	38.18	1.050	3578	0.3399
[kinds of logic after synthesis]
group,count (synthesis)
muxes,2
xor gates and xnor gates,11
AOI/OAI and AO/OA,49
adders and majority gates,6
buffers and inverters,87
DFF,55
and+or+nand+nor,88
other,2
Power figures rest on the tool's default switching activity, not on a simulated workload.
